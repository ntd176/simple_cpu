<file path="design/flow/config.mk">
export PLATFORM = sky130hd
export DESIGN_NAME = multiplexer
export DESIGN_NICKNAME = multiplexer
export VERILOG_FILES = /design/flow/design.v
export SDC_FILE = /design/flow/constraint.sdc
export NUM_CORES = 4
export LEC_CHECK = 1
export CORE_AREA = 10 10 113 113
export DIE_AREA = 0 0 123 123
</file>
<file path="design/flow/constraint.sdc">
current_design multiplexer

set clk_period 4.8
set clk_io_pct 0.2

create_clock -name clk0 -period $clk_period

set non_clock_inputs [all_inputs -no_clocks]
set_input_delay [expr $clk_period * $clk_io_pct] -clock clk0 $non_clock_inputs
set_output_delay [expr $clk_period * $clk_io_pct] -clock clk0 [all_outputs]
</file>
<file path="design/flow/design.v">
module multiplexer(
	input [15:0] din,
	input [15:0] aluout,
	input [15:0] r0,
	input [15:0] r1,
	input [15:0] r2,
	input [15:0] r3,
	input [15:0] r4,
	input [15:0] r5,
	input [15:0] r6,
	input [15:0] r7,
	input din_en,
	input gout,
	input [2:0] rout,
	output reg [15:0] buswires
); 
	always @(*) begin
		if (din_en) begin
			buswires = din;
		end
		else if (gout) begin
			buswires = aluout;
		end
		else begin
			case (rout)
				3'b000: buswires = r0;
				3'b001: buswires = r1;
				3'b010: buswires = r2;
				3'b011: buswires = r3;
				3'b100: buswires = r4;
				3'b101: buswires = r5;
				3'b110: buswires = r6;
				3'b111: buswires = r7;
				default: buswires = 16'h0000;
			endcase
		end
	end
endmodule 
</file>
<file path="design/flow/run.sh">
#!/bin/bash
# OpenROAD 26Q1-2900-gdf79404cd8, Yosys 0.63+post, stock flow scripts
make -C /OpenROAD-flow-scripts/flow DESIGN_CONFIG=/design/flow/config.mk WORK_HOME=/design/flow/orfs finish
</file>
==> run notes <==
flow finished, numbers: run status finished, final reports clean, Init Core Util between 10% and 20%, first-pass GRT wire length around 14000 um, WS Path Type input pin to output port, gpl congestion 0.8679, peak supply drop 0.00002884 V, Final Cycle Share 88.10%, Mean Syn Cell Area 7.175 um^2, die area 15130 um^2, # clk buffers 0, post-synthesis cell type count 30, hold path depth 4, Worst Min Path Start din[6], crit path launch rout[2], fillers 1073, Pwr Density 86.96 nW/um^2, Synth-to-Final Area Change 124.4%, slew at the pin closest to its max-slew limit 842.4 ps, Max Slew Vio Count 0, drt wl/cell 18.54 um, Setup crit end kind output port, site row count 37, vias in the first global route 2376, minimum clock period 4229 ps, CP required 3840 ps, post-synthesis cell count 211, CORE AREA 10320 um^2, final global-route overflow total 0, Die Wd 123 um, Syn. warnings 1, Total Wirelength ~9400 um, register area 0 um^2, worst-path maximum fanout 16, CP Launch Type input pin, Hold Path Sink buswires[6], # hold bufs at CTS 0, maxcap violations 0, Finish-stage setup viols 0, worst rel slew slack 43.84%, unrepaired setup endpoints after global routing false, antenna cells 0, Final Hold Viols 0, port bufs 181, OpenROAD warning count 32, Setup Buffers After CTS 0, sequential area share after synthesis 0%, share of cells above drive strength 1 8.356%, largest net degree at the start of global routing 44, HPWL after detailed placement 7888 um, DRC 0, FF+latch count 0, Vias/cell 4.617, Logic area 1311 um^2, final core occ 32.91%, CP Data Arrival Time 3270 ps, Die Y 123 um, vias 2341, total negative slack 0 ps, Max Fclk around 240 MHz, ys cells 211, drt pass-1 iters 4, Mapped Area 1514 um^2, overall routing resource usage 11.52%, Static Leak 1.286 nW, post-CTS sizing 0, Yosys Chip Area 1514 um^2, HP Class input pin to output port, initial antenna violation count 0, DR iter-0 viols 95, I/O pin count 181, post-route antenna net violation count 0
## where the power goes
| group | leakage (nW) | internal (W) | total (W) | switching [W] |
|---|---|---|---|---|
| sequential | 0 | 0 | 0 | 0 |
| combinational | 1.29 | 0.000198 | 0.000295 | 0.0000978 |
| clock | 0 | 0 | 0 | 0 |
| total | 1.29 | 0.000198 | 0.000295 | 0.0000978 |
## how the worst max path moves through the flow
stage,end,slack (ps)
after global routing,buswires[10],420
final,buswires[10],570
after CTS,buswires[15],580
## cells in the mapped netlist (3+ instances only)
library cell | instances | share of area, %
nor3b_1 | 3 | 1.5
nor2_1 | 15 | 3.7
mux2i_1 | 9 | 6.0
buf_2 | 15 | 5.0
a21o_1 | 13 | 6.4
a211oi_1 | 4 | 2.0
a22oi_1 | 14 | 6.9
mux2_2 | 17 | 13
clkbuf_1 | 7 | 1.7
mux2_1 | 7 | 5.2
a21oi_1 | 28 | 9.3
buf_6 | 3 | 2.2
nand2_1 | 5 | 1.2
inv_1 | 13 | 3.2
a221oi_1 | 37 | 21
## per-layer routing
| layer | GRT usage, % | vias up | wire, um |
|---|---|---|---|
| li1 | - | 1166 | - |
| met1 | 15.77 | 1061 | 4248 |
| met2 | 18.61 | 112 | 4189 |
| met3 | 3.377 | 2 | 934 |
| met4 | 0.2911 | 0 | 27 |
| met5 | 0 | - | 0 |
## cells in the final DEF, fill, tap and decap left out, types with 2 or more instances in the layout
master           synthesis  final
o21ai_0                  2      2
clkdlybuf4s50_1          0    179
mux2i_1                  9      9
buf_4                    2      6
nor2_1                  15     15
nand2_1                  5      5
a221oi_1                37     37
o22ai_1                  2      2
mux2_2                  17     17
inv_1                   13     13
buf_2                   15      2
nor2b_1                  2      2
a22oi_1                 14     14
o221ai_1                 2      2
a211oi_1                 4      4
a21o_1                  13     13
nor3b_1                  3      3
a21oi_1                 28     28
nor3b_2                  2      2
mux2_1                   7      7
## worst max-delay path, stage by stage
cell,delay (ps)
clkdlybuf4s50_1,680
or3_1,550
nand2b_2,290
a221oi_1,90
a21oi_1,190
clkdlybuf4s50_1,500
## kinds of logic after synthesis
family / share of synthesized area (%)
compound gates: 49.34
buf+inv: 13.39
mux: 25.29
simple gates: 11.98
## layout make-up
cell class | count | area share [%]
well taps | 136 | 5.009
inverters | 13 | 1.436
multi-input cells | 170 | 38.60
repair buffers | 188 | 54.95
## metrics by stage
stage                     instance area, um^2  setup WS (ps)  std cells  power (W)  hold slack (ps)
after floorplan                          1514           1961        211  0.0001082             1985
after global routing                     3397          419.5        507  0.0003203             2953
final                                    3397          571.1        507  0.0002954             2910
after detailed placement                 3397          584.5        507  0.0002969             2905
after CTS                                3397          577.9        507  0.0002985             2918
after global placement                   3397          604.3        507  0.0002962             2916
No activity file was given, so power comes from the tool's default toggle rates.
