**flow/design.v**
```verilog
module register_16bit_cpu (
	input 		 clk,
	input 		 resetn,
	input 		 write_enable,
	input [15:0] bus_in,
	output reg 	 data_out
);
	always @(posedge clk or negedge resetn) begin
		if (!resetn) begin
			data_out <= 16'h0000;
		end
		else if (write_enable) begin
			data_out <= bus_in;
		end 
	end
endmodule
module ir_cpu (
	input 		 	 clk,
	input 		 	 resetn,
	input 		 	 ir_en,
	input 	  [15:0] buswires,
	output reg [8:0] ir
);
	always @(posedge clk or negedge resetn) begin
		if (!resetn) begin
			ir <= 9'b0;
		end
		else if (ir_en) begin
			ir <= buswires[8:0];
		end
	end
endmodule
module register_file_cpu (
	input 		  clk,
	input 		  resetn,
	input  [7:0]  rin,
	input  [15:0] buswires,
	output [15:0] r0_out, r1_out, r2_out, r3_out,
	output [15:0] r4_out, r5_out, r6_out, r7_out
);
	register_16bit_cpu reg0 (.clk(clk), .resetn(resetn), .write_enable(rin[0]), .bus_in(buswires), .data_out(r0_out));
	register_16bit_cpu reg1 (.clk(clk), .resetn(resetn), .write_enable(rin[1]), .bus_in(buswires), .data_out(r1_out));
	register_16bit_cpu reg2 (.clk(clk), .resetn(resetn), .write_enable(rin[2]), .bus_in(buswires), .data_out(r2_out));
	register_16bit_cpu reg3 (.clk(clk), .resetn(resetn), .write_enable(rin[3]), .bus_in(buswires), .data_out(r3_out));
	register_16bit_cpu reg4 (.clk(clk), .resetn(resetn), .write_enable(rin[4]), .bus_in(buswires), .data_out(r4_out));
	register_16bit_cpu reg5 (.clk(clk), .resetn(resetn), .write_enable(rin[5]), .bus_in(buswires), .data_out(r5_out));
	register_16bit_cpu reg6 (.clk(clk), .resetn(resetn), .write_enable(rin[6]), .bus_in(buswires), .data_out(r6_out));
	register_16bit_cpu reg7 (.clk(clk), .resetn(resetn), .write_enable(rin[7]), .bus_in(buswires), .data_out(r7_out));
endmodule
module counter_2bit_cpu (
	input 			 clk,
	input 			 resetn,  
	input 			 clear,	 
	output reg [1:0] state
);
	always @(posedge clk or negedge resetn) begin
		if (!resetn) begin
			state <= 2'b00;
		end else if (clear) begin
			state <= 2'b00;
		end else begin
			state <= state + 1'b1;
		end
	end
endmodule
module alu_cpu (
	input 		  clk,
	input 		  resetn,
	input  [15:0] buswires,
	input 		  ain, 
	input 		  gin, 
	input 		  sub,
	output [15:0] aluout
);
	reg [15:0] reg_A;
	reg [15:0] reg_G;
	wire [15:0] raout = reg_A;
	wire [15:0] addsub_result = (sub==1'b0) ? (raout + buswires) : (raout - buswires);
	always @(posedge clk or negedge resetn) begin
		if (!resetn) begin
			reg_A <= 16'h0000;
		end
		else if (ain) begin
			reg_A <= buswires;
		end
	end
	always @(posedge clk or negedge resetn) begin
		if (!resetn) begin
			reg_G <= 16'h0000;
		end 
		else if (gin) begin
			reg_G <= addsub_result;
		end
	end
	assign aluout = reg_G;	
endmodule
module multiplexer_cpu(
	input 	   [15:0] din,
	input 	   [15:0] aluout,
	input 	   [15:0] r0_out,
	input 	   [15:0] r1_out,
	input 	   [15:0] r2_out,
	input 	   [15:0] r3_out,
	input 	   [15:0] r4_out,
	input 	   [15:0] r5_out,
	input 	   [15:0] r6_out,
	input 	   [15:0] r7_out,
	input 		 	  din_en,
	input 		      gout,
	input 	   [2:0]  rout,
	output reg [15:0] buswires
); 
	always @(*) begin
		if (din_en) begin
			buswires = din;
		end
		else if (gout) begin
			buswires = aluout;
		end
		else begin
			case (rout)
				3'b000: buswires = r0_out;
				3'b001: buswires = r1_out;
				3'b010: buswires = r2_out;
				3'b011: buswires = r3_out;
				3'b100: buswires = r4_out;
				3'b101: buswires = r5_out;
				3'b110: buswires = r6_out;
				3'b111: buswires = r7_out;
				default: buswires = 16'hXXXX;
			endcase
		end
	end
endmodule 
module control_unit_cpu (
	input 			 run,
	input 			 resetn,		
	input 	   [8:0] ir,
	input 	   [1:0] state,
	output reg 		 ain,
	output reg 		 gin,
	output reg 		 sub,
	output reg [7:0] rin,
	output reg [2:0] rout,
	output reg 		 din_en,
	output reg 		 gout,
	output reg 		 ir_en,
	output reg 		 clear,
	output reg 		 done
);
	wire [2:0] opcode = ir[8:6];
	wire [2:0] rx	  = ir[5:3];
	wire [2:0] ry	  = ir[2:0];	
	localparam MV  = 3'b000; 
	localparam MVI = 3'b001;
	localparam ADD = 3'b010;
	localparam SUB = 3'b011;
	always @(*) begin
		ain		= 1'b0;
		gin 	= 1'b0;
		sub 	= 1'b0;
		rin 	= 8'h00;
		rout 	= 3'b000;
		din_en 	= 1'b0;
		gout 	= 1'b0;
		ir_en 	= 1'b0;
		clear	= 1'b0;
		done 	= 1'b0;
		if (run && resetn) begin
			case (state)
				2'd0: begin
					ir_en = 1'b1;
					din_en = 1'b1;
				end
				2'd1: begin
					case (opcode)
						MV: begin
							rout = ry;
							rin = (1 << rx);  
							done = 1'b1;
							clear = 1'b1;
						end
						MVI: begin
							din_en = 1'b1;
							rin = (1 << rx);
							done = 1'b1;
							clear = 1'b1;
						end
						ADD, SUB: begin
							rout = rx;
							ain = 1'b1;
						end
						default: begin
							done = 1'b1;
						end
					endcase
				end
				2'd2: begin
					if (opcode == ADD || opcode == SUB) begin
						rout = ry;
						gin = 1'b1;
						sub = (opcode == SUB);
					end
				end
				2'd3: begin
					if (opcode == ADD || opcode == SUB) begin
						gout = 1'b1;
						rin = (1 << rx);
						done = 1'b1;
						clear = 1'b1;
					end
				end
			endcase
		end
	end
endmodule
module cpu (
	input 		 clk,
	input 		 resetn,
	input 		 run,
	input [15:0] din,
	output 		 done
);
	wire [15:0] buswires;
	wire		ain, gin, sub;
	wire [7:0]  rin;
	wire [2:0]  rout;
	wire 		din_en, gout, ir_en, clear;
	wire [1:0]  state;
	wire [8:0]  ir_out;
	wire [15:0] aluout;
	wire [15:0] r0_out, r1_out, r2_out, r3_out, r4_out, r5_out, r6_out, r7_out;
	control_unit_cpu cu_unit (
	.run(run), .resetn(resetn), .ir(ir_out), .state(state),
	.ain(ain), .gin(gin), .sub(sub), .rin(rin), .rout(rout),
	.din_en(din_en), .gout(gout), .ir_en(ir_en), .clear(clear), .done(done)
	);
	multiplexer_cpu mux_unit (
	.din(din), .aluout(aluout), .din_en(din_en), .gout(gout),
	.rout(rout), .buswires(buswires),
	.r0_out(r0_out), .r1_out(r1_out), .r2_out(r2_out), .r3_out(r3_out),
	.r4_out(r4_out), .r5_out(r5_out), .r6_out(r6_out), .r7_out(r7_out)
	);
	alu_cpu alu_unit (
	.clk(clk), .resetn(resetn), .buswires(buswires), .ain(ain),
	.gin(gin), .sub(sub), .aluout(aluout)
	);
	counter_2bit_cpu counter_unit (
	.clk(clk), .resetn(resetn), .clear(clear), .state(state)
	);
	register_file_cpu rf_unit (
	.clk(clk), .resetn(resetn), .rin(rin), .buswires(buswires),
	.r0_out(r0_out), .r1_out(r1_out), .r2_out(r2_out), .r3_out(r3_out),
	.r4_out(r4_out), .r5_out(r5_out), .r6_out(r6_out), .r7_out(r7_out)
	);
	ir_cpu ir_unit (
	.clk(clk), .resetn(resetn), .ir_en(ir_en), .buswires(buswires), .ir(ir_out)
	);
endmodule
```
**flow/constraint.sdc**
```tcl
current_design cpu

set clk_period 6.6
set clk_io_pct 0.2

create_clock -name clk0 -period $clk_period [get_ports {clk}]

set non_clock_inputs [all_inputs -no_clocks]
set_input_delay [expr $clk_period * $clk_io_pct] -clock clk0 $non_clock_inputs
set_output_delay [expr $clk_period * $clk_io_pct] -clock clk0 [all_outputs]
```
**flow/config.mk**
```make
export PLATFORM = sky130hd
export DESIGN_NAME = cpu
export DESIGN_NICKNAME = cpu
export VERILOG_FILES = /design/flow/design.v
export SDC_FILE = /design/flow/constraint.sdc
export NUM_CORES = 4
export LEC_CHECK = 1
export CORE_UTILIZATION = 30
```
**flow/run.sh**
```bash
#!/bin/bash
# OpenROAD 26Q1-2900-gdf79404cd8, Yosys 0.63+post, stock flow scripts
make -C /OpenROAD-flow-scripts/flow DESIGN_CONFIG=/design/flow/config.mk WORK_HOME=/design/flow/orfs finish
```
==> results.ini <==
[synth]
netlist_instances=274
yosys_cells=274
numSynthFlops=37
yosys_warnings=14
flop_cell=dfrtp_1
mappedNetlistArea_mm2=0.00253
synth_area_per_cell_um2=9.23
synth_cell_types=60
edf_count=0
async_flop_share_pct=100
ys_area_mm2=0.00253
synth_seq_share_pct=36.6

[detailed_routing]
antenna_left=0
drtPass1Iterations=4
diodes=0
drtIter0Drc=122
wl_per_cell_um=14.3
drt_wl_total_mm=5.52
via_per_inst=5.13
vias=1986
drc_errors=0

[run]
tool_warnings=36
drv_cap=0

[clock_tree]
cts_tree=built
ctsHtreeMaxLevel=2
cts.sinks=37
cts-resized-gates=0
clk_path_buf_depth=2
cts.clk_slew.worst_paths_ns=0.07
cts_hold_buf=0
clock-root-buffer=clkbuf_8
post_cts_buffers=0
numCtsBuffers=5
insertion_delay_ns=0.29

[final_timing]
hold_viol=0
final-setup-viol-count=0
max_slew_margin_pct=45.5
setup_tns_ns=0
slew_viol_final=0
skew_ns=0.00475
fin_crit_ns=5.52
clock.fmax_mhz=181
worstMarginPinSlew_ns=0.810
period_used_pct=83.7
fin_hold_ws_ns=0.491
rsz0062_at_grt=no

[pwr]
peakVddDrop_mv=0.162
leakage_uw=0.00121
power_density_mw_per_mm2=443

[die]
dieWidth_um=93.8
rows=33
pin_count=20
core_area_mm2=0.00818
initCoreUtil_pct=30.9
die-height_um=93.8
die_area_mm2=0.00880

[min_path]
whs_endpoint=alu_unit.reg_G[8]
hold-path-cell-count=2
worst_hold_startpoint=alu_unit.reg_G[8]
hold_path_class=register to register

[global_routing]
overflow=0
track_usage_pct=14.0
grt_pass1_vias=1955
grt_pass1_wl_mm=9.54
antenna_found_initial=0
grt_max_degree=41

[worst_setup_path]
arrival_ns=5.75
path_max_fanout=11
critPathLaunchType=input pin
critPathKind=input pin to register
r2r-start=ir_unit.ir[8]
required_ns=6.82
r2r_setup_slack_ns=2.04
worst_r2r_path_depth=18
r2r-end=alu_unit.reg_G[7]
cp-end-kind=register

[placement]
portBuffers=12
dp_hpwl_mm=3.97
gp_congestion=0.831

[cells_and_area]
combGateArea_mm2=0.00146
fillers=840
area_delta_synth_final_pct=12.1
regArea_um2=926
drive_above_1_share_pct=11.3

[run_status]
outcome=complete, no violations

==> worst max-delay path: stages <==
cell             delay, ns
clkdlybuf4s50_1       0.51
and4b_1               0.51
a41oi_1               0.19
nor3_2                0.29
a221oi_1              0.14
a211oi_2              0.23
buf_4                 0.17
nand2b_1              0.12
inv_1                 0.05
ha_1                  0.26
a21oi_1               0.23
ha_1                  0.27
nor2b_1               0.13
o21ai_0               0.20
a21boi_0              0.14
o21ai_0               0.24
a21boi_0              0.17
or4_1                 0.49
nand3_1               0.10
==> state kept, by name (all words and copies together) (netlist names) <==
| name | flops |
|---|---|
| rf_unit.reg6.data_out | 1 |
| alu_unit.reg_G | 9 |
| rf_unit.reg7.data_out | 1 |
| counter_unit.state | 2 |
| rf_unit.reg3.data_out | 1 |
| rf_unit.reg4.data_out | 1 |
| alu_unit.reg_A | 9 |
| ir_unit.ir | 9 |
| rf_unit.reg5.data_out | 1 |
| rf_unit.reg1.data_out | 1 |
| rf_unit.reg2.data_out | 1 |
| rf_unit.reg0.data_out | 1 |
==> power by group <==
| group | switching (µW) | leakage [µW] | internal, µW |
|---|---|---|---|
| clock network | 83.2 | 0.0000681 | 150 |
| registers | 72.1 | 0.000493 | 293 |
| logic | 357 | 0.000648 | 301 |
| total | 512 | 0.00121 | 744 |
==> cells in the mapped netlist, drive strengths merged, types with 3 or more instances <==
master | count | share of area (%)
dfrtp | 37 | 37
nand2 | 24 | 3.6
o21ai | 24 | 4.7
nor2 | 21 | 3.1
a21oi | 16 | 3.2
ha | 14 | 6.9
inv | 12 | 1.8
a22oi | 9 | 2.7
buf | 9 | 2.9
mux2 | 9 | 4.5
nor3 | 7 | 1.6
xnor2 | 7 | 2.4
clkbuf | 6 | 0.94
nand3 | 5 | 0.99
nand4 | 5 | 1.2
o31ai | 5 | 1.5
xor2 | 5 | 1.7
a21boi | 4 | 1.2
and2 | 4 | 1.1
nand3b | 4 | 1.2
nor2b | 4 | 0.99
nor3b | 4 | 1.2
a221oi | 3 | 1.3
and3 | 3 | 0.94
==> kinds of logic after synthesis <==
kind of cell / Yosys count / synth area share (%)
compound gates: 81 / 21.5
xor+xnor: 12 / 4.15
fa+ha+maj: 15 / 7.72
buf+inv: 27 / 5.59
flops: 37 / 36.6
mux: 10 / 4.85
simple gates: 92 / 19.6
==> cell type report <==
cell class	count	area share (%)
inverters	12	1.59
clock inverters	3	2.29
multi-input cells	210	51.6
well taps	105	4.63
repair buffers	15	4.85
clock buffers	5	2.43
flip-flops and latches	37	32.6
==> placed cells by master, fill, tap and decap left out, types with 3 or more instances in the layout <==
master and n:
dfrtp_1 37, inv_1 12, nand3_1 5, a22oi_1 9, mux2_4 3, xor2_1 5
ha_1 14, o31ai_1 5, and2_1 3, o21ai_0 23, nand2_1 24, nor2_1 21
clkbuf_8 5, xnor2_1 7, nor3b_1 4, clkdlybuf4s50_1 11, nand4_1 5, nand3b_1 4
a21oi_1 16, nor2b_1 4, buf_4 3, mux2_2 6, nor3_1 6, a21boi_0 4
==> worst max path at each step <==
stage                  endpoint  slack, ns  from  depth (start not counted)
CTS           alu_unit.reg_G[7]       1.06   run                         19
finish        alu_unit.reg_G[7]       1.08   run                         19
global route  alu_unit.reg_G[7]       0.56   run                         19
==> metrics by stage <==
step           power (µW)  util (%)  instances  instance area (µm²)  setup slack (ns)
2_1_floorplan         895         -        274                 2530              1.71
3_3_place_gp         1010      33.1        379                 2700             0.778
3_5_place_dp         1020      33.1        379                 2700             0.781
4_1_cts              1270      34.7        387                 2840              1.06
5_1_grt              1370      34.7        387                 2840             0.562
6_report             1260      34.7        387                 2840              1.08
==> layer usage <==
layer	wire length (µm)	share of wire (%)	track usage, %	vias to the layer above
li1	-	-	-	1007
met2	2430	44	21.4	35
met5	0	0	0	-
met1	2810	51	21.3	936
met4	76	1.4	2.56	0
met3	200	3.6	2.63	8
No activity file was given, so power comes from the tool's default toggle rates.
