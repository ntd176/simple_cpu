--- design/flow/run.sh ---
#!/bin/bash
# OpenROAD 26Q1-2900-gdf79404cd8, Yosys 0.63+post, stock flow scripts
make -C /OpenROAD-flow-scripts/flow DESIGN_CONFIG=/design/flow/config.mk WORK_HOME=/design/flow/orfs finish
--- design/flow/config.mk ---
export PLATFORM = sky130hd
export DESIGN_NAME = control_unit
export DESIGN_NICKNAME = control_unit
export VERILOG_FILES = /design/flow/design.v
export SDC_FILE = /design/flow/constraint.sdc
export NUM_CORES = 4
export LEC_CHECK = 1
export CORE_AREA = 10 10 70 70
export DIE_AREA = 0 0 80 80
--- design/flow/constraint.sdc ---
current_design control_unit

set clk_period 2.5
set clk_io_pct 0.2

create_clock -name clk0 -period $clk_period

set non_clock_inputs [all_inputs -no_clocks]
set_input_delay [expr $clk_period * $clk_io_pct] -clock clk0 $non_clock_inputs
set_output_delay [expr $clk_period * $clk_io_pct] -clock clk0 [all_outputs]
--- design/flow/design.v ---
module control_unit (
	input run,
	input resetn,		 
	input [8:0] ir,		 
	input [1:0] state,
	output reg ain,
	output reg gin,
	output reg sub,
	output reg [7:0] rin,	 
	output reg [2:0] rout,	 
	output reg din_en,		 
	output reg gout, 		 
	output reg dout_en,		 
	output reg ir_en, 
	output reg done
);
	wire [2:0] opcode = ir[8:6];  
	wire [2:0] rx	  = ir[5:3];  
	wire [2:0] ry	  = ir[2:0];  
	localparam MV  = 3'b000; 
	localparam MVI = 3'b001;
	localparam ADD = 3'b010;
	localparam SUB = 3'b011;
	localparam MVO = 3'b100;
	always @(*) begin
		ain		= 1'b0;
		gin 	= 1'b0;
		sub 	= 1'b0;
		rin 	= 8'h00;
		rout 	= 3'b000;
		din_en 	= 1'b0;
		gout 	= 1'b0;
		dout_en = 1'b0;
		ir_en 	= 1'b0;
		done 	= 1'b0;
		if (run && resetn) begin
			case (state)
				2'd0: begin
					ir_en = 1'b1;
				end
				2'd1: begin
					case (opcode)
						MV: begin
							rout = ry;
							rin = (1 << rx);  
							done = 1'b1;
						end
						MVI: begin
							din_en = 1'b1;
							rin = (1 << rx);
							done = 1'b1;
						end
						MVO: begin
							rout = rx;
							dout_en = 1'b1;
							done = 1'b1;
						end
						ADD, SUB: begin
							rout = rx;
							ain = 1'b1;
						end
						default: begin
							done = 1'b1;
						end
					endcase
				end
				2'd2: begin
					if (opcode == ADD || opcode == SUB) begin
						rout = ry;
						gin = 1'b1;
						sub = (opcode == SUB);
					end
				end
				2'd3: begin
					if (opcode == ADD || opcode == SUB) begin
						gout = 1'b1;
						rin = (1 << rx);
						done = 1'b1;
					end
				end
			endcase
		end
	end
endmodule
==> results.txt <==
Physical implementation

Averaged over all synthesized cells, the footprint is 6.42 um^2. The violation tally recorded at the end of detailed-routing iteration 0 is 23. In the post-route analysis, the smallest setup slack over all paths is 108 ps. After technology mapping, the gate count stands at 47.

The tool flagged a number of max-cap violations equal to 0. The number of buffers inserted for hold repair after clock tree synthesis is 0. The worst setup path is launched from an input port. The post-route core utilization is 24.8%. Per the GRT congestion report, total overflow comes to 0.

For the worst setup path, the data arrival time is 1890 ps. The worst-margin pin slew is 360 ps. By area the synthesized netlist is led by sky130_fd_sc_hd__nor3_1, sky130_fd_sc_hd__nor2_1, sky130_fd_sc_hd__o2111ai_1, sky130_fd_sc_hd__nand4bb_1, sky130_fd_sc_hd__a21oi_1.

Max-slew check failures listed in the final report amount to 0. The report lists the power per cell area as 99.7 nW/um^2. The clock period minus final worst setup slack is 2390 ps. The core region area is 3420 um^2. The longest individual stage delay on the worst path is 490 ps. The global-route wire length before repair is 2440 um.

Global routing consumed, over all layers together, 4.55% of the routing resources. During I/O placement, the number of pins put on the boundary was 32. The final worst hold slack is 1480 ps. The total number of sequential cells is 0.

The area share of the largest cell type after synthesis is 9.96%. The number of antenna violations at the first check in global routing is 0. The cell sequence reported for the critical path is dlygate4sd2_1 -> nand4bb_1 -> a21o_1 -> a21oi_1 -> clkdlybuf4s50_1. Counting both buffers and inverters, the worst setup path holds a total of 2. The layout stage reports a final design area of 847 um^2.

Setup repair after global routing left no endpoint under its margin. The type of element capturing the critical path is an output pin. The count of standard-cell rows is 21. In the routed design, unresolved DRC markers number 0. Per the OpenROAD floorplan log, the width of the die is 80 um. The mean routed wirelength per cell is 12.0 um. For this run, the top clock speed supported by timing is 418 MHz.

The port buffer count is 32. Note, the detailed placer reported a final HPWL of 1360 um. The slowest stage cell on the critical path is sky130_fd_sc_hd__clkdlybuf4s50_1. The count of antenna diodes in the layout is 0. The yosys synthesis chip area is 302 um^2.

The layout summary lists the proportion of cells stronger than drive strength 1 as 33.7%. Looking at the gate-level netlist, the highest instance count belongs to sky130_fd_sc_hd__nor2_1. The vertical die dimension reported for this design is 80 um. Hold-check failures listed in the final report amount to 0. The per-cell via count in the routed design is 3.91. The number of global-route vias before repair was 501. Across all layers, the routed design uses 540 vias. The worst setup path is of the input port to output pin kind.

At the worst endpoint, the required time is 2000 ps. From synthesis to final layout, the design area changed by 181%. The routability-driven placement congestion ratio is 0.782. The worst hold-check path type is input port to output pin. The first detailed-routing pass ran for 4 iterations.

Prior to clock tree synthesis, the placed netlist has a worst setup slack of -237 ps. Sequential cells were found to cover 0% of the synthesized design area. The register area is 0 um^2. The number of distinct library cells after synthesis is 20.

The relative max-transition margin is 76.0%. The chip occupies 6400 um^2. sky130_fd_sc_hd__nor3_1 takes more of the synthesized area than any other cell. The family with the most delay on the worst path is buffers and inverters. The final cycle utilization of the critical path is 95.7%. The power report puts the leakage power at 0.379 nW. The wire length reported by the detailed router is 1650 um. The number of clock buffers in the layout is 0. After detailed placement, the total cell area comes to 754 um^2. The post-synthesis instance area is 302 um^2.

The number of cells in Yosys stat is 47. For reference, the top cells by count after synthesis are sky130_fd_sc_hd__nor2_1, sky130_fd_sc_hd__nor3_1, sky130_fd_sc_hd__a21oi_1, sky130_fd_sc_hd__o21ai_0. For this run, the number of Yosys warnings is 1.

Once detail routing completed, the nets flagged for antenna violations numbered 0. The run finished with clean final reports. The starting density of the core is 8.83%. The pin count of the biggest net entering global routing is 10. The largest fanout of any net on the critical path is 9. The final setup violation count is 0. The peak supply drop is 0.0220 mV. The number of warnings in the stage logs is 33.
[cells by family after synthesis]
family	Yosys count	share of synthesized area (%)
and+or+nand+nor	33	67.6
AOI/OAI and AO/OA	12	24.5
xor gates and xnor gates	1	5.40
buffers and inverters	1	2.49
[stage by stage]
| stage | std cells | setup TNS (ps) | power, mW |
|---|---|---|---|
| 2_1_floorplan | 47 | 0 | 0.0247 |
| 3_3_place_gp | 135 | -2680 | 0.0733 |
| 3_5_place_dp | 135 | -2830 | 0.0751 |
| 4_1_cts | 136 | -83.5 | 0.0797 |
| 5_1_grt | 138 | 0 | 0.0910 |
| 6_report | 138 | 0 | 0.0845 |
[metal layers]
metal | track usage [%] | vias to the layer above | part of all wire, %
li1 | - | 273 | -
met1 | 5.81 | 239 | 45
met2 | 7.14 | 28 | 38
met3 | 2.27 | 0 | 17
met4 | 0 | 0 | 0
met5 | 0 | - | 0
[placed cells by master (no fill, tap or decap), types with 4 or more instances in the layout]
cell type and instances:
sky130_fd_sc_hd__nor2_1 7, sky130_fd_sc_hd__dlymetal6s2s_1 7, sky130_fd_sc_hd__a21oi_1 4, sky130_fd_sc_hd__clkdlybuf4s50_1 19, sky130_fd_sc_hd__buf_4 14
[tightest hold or removal path, cell delays in order]
cell and delay [ps]:
sky130_fd_sc_hd__dlymetal6s2s_1 260, sky130_fd_sc_hd__nor4_4 80, sky130_fd_sc_hd__dlymetal6s2s_1 130
[layout make-up]
class,count,area (um^2)
Tap cell,46,57.6
Multi-Input combinational cell,46,365
Fill cell,364,2570
Timing Repair Buffer,46,424
[path summary, 6_finish.rpt]
kind	from	to	cells past startpoint
max	ir[8]	rout[2]	5
min	ir[3]	rin[2]	3
[where the power goes]
group          total, mW  internal, mW  switching, mW
registers              0             0              0
logic             0.0845        0.0457         0.0388
clock network          0             0              0
total             0.0845        0.0457         0.0388
[repair_timing]
action                     4_1_cts  5_1_grt
setup buffers                    1        2
pin swaps                        2        5
setup endpoints to repair       18       13
gates resized                   13       19
Power and IR drop assume default switching activity.
